==> flow/design.v <==
module RAM (
    input clk,                     
    input we,                      
    input [7:0] addr,              
    input [31:0] data_in,          
    output reg [31:0] data_out     
);
    reg [31:0] memory [255:0];
    always @(posedge clk) begin
        if (we) begin
            memory[addr] <= data_in;
        end else begin
            data_out <= memory[addr];
        end
    end
endmodule
==> flow/run.sh <==
#!/bin/bash
# OpenROAD 26Q1-2900-gdf79404cd8, Yosys 0.63+post, stock flow scripts
make -C /OpenROAD-flow-scripts/flow DESIGN_CONFIG=/design/flow/config.mk WORK_HOME=/design/flow/orfs finish
==> flow/config.mk <==
export PLATFORM = sky130hd
export DESIGN_NAME = RAM
export DESIGN_NICKNAME = RAM
export VERILOG_FILES = /design/flow/design.v
export SDC_FILE = /design/flow/constraint.sdc
export NUM_CORES = 4
export LEC_CHECK = 1
export CORE_UTILIZATION = 50
export SYNTH_MEMORY_MAX_BITS = 65536
==> flow/constraint.sdc <==
current_design RAM

set clk_period 72.7
set clk_io_pct 0.2

create_clock -name clk0 -period $clk_period [get_ports {clk}]

set non_clock_inputs [all_inputs -no_clocks]
set_input_delay [expr $clk_period * $clk_io_pct] -clock clk0 $non_clock_inputs
set_output_delay [expr $clk_period * $clk_io_pct] -clock clk0 [all_outputs]
==> ci_impl_report.md <==
### Yosys + OpenROAD results

| Metric | Value |
|---|---|
| Grt ovf | `0` |
| Slowest Stage Delay on Critical Path | `0.72 ns` |
| R2R Path Start | `memory[235][12]$_DFFE_PP_` |
| CTS tree | `built` |
| Final setup TNS | `0 ns` |
| AND-OR/OR-AND Cells, Area Fraction | `0.03673` |
| I/O pins | `74` |
| GPL Wtd Cong | `0.8816` |
| Mapped Avg Cell Area | `23.65 µm²` |
| Chip area | `0.6223 mm²` |
| Maximum vdd drop | `26.65 µV` |
| Pre-antenna DRT Iters | `7` |
| Post-synth top area cell | `edfxtp_1` |
| AND/OR/NAND/NOR Cells, Area Fraction | `0.004882` |
| Routed wire length | `873.9 mm` |
| DR vias | `~150k` |
| Final ANT Viol Nets | `0` |
| Fmax | `48.18 MHz` |
| CP max stage cell | `buf_4` |
| Final slew viol count | `2` |
| Hold Crit Endpoint | `data_out[14]$_DFFE_PN_` |
| Max Cap Violations | `1` |
| CP cell instances | `buf_16, buf_4, buf_4, buf_4, buf_4, buf_4, buf_4, buf_4, mux4_2, a22oi_1, a21oi_1, o41ai_2, buf_4, nand4_1` |
| Yosys warns | `1` |
| HP Class | `flop to flop` |
| Minimum clock period | `around 21 ns` |
| WS Path Type | `input port to flop` |
| Final HPWL DP | `about 500 mm` |
| Core Util at FP | `0.5027` |
| Largest net degree at the start of global routing | `115` |
| DRC Markers | `0` |
| WL/cell | `38.30 µm` |
| R2r endpoint | `data_out[12]$_DFFE_PN_` |
| Post-synth top cells | `edfxtp_1 (8224), mux4_2 (2048), a22oi_1 (1024)` |
| Endpoints failing setup | `0` |
| Vias in the first global route | `165500` |
| Synth flops | `roughly 8200` |
| Post-synthesis async set-or-reset flop share | `0` |
| H-tree depth | `6` |
| Pwr/cell area | `27.57 mW/mm²` |
| Vias per std cell | `6.425` |
| RSZ-0062 raised after global routing | `no` |
| Main logic family | `multiplexers` |
| Max-slew headroom | `-0.04579` |
| I/O Buffers | `73` |
| Worst Max-Slew Pin Slew | `1.548 ns` |
| Required @ worst endpoint | `approximately 74 ns` |
| Hold path depth | `5` |
| Layout cell share with drive strength beyond 1 | `0.2978` |
| Status | `finished, violations left` |
| Final hold violation count | `0` |
| Layout Skew | `around 0.074 ns` |
| Cell area after synthesis | `0.3096 mm²` |
| Core Box Area | `0.6158 mm²` |
| Hold buffers post-CTS | `0` |
| Clock transition at the registers of the reported paths | `0.06 ns` |
| Worst-path maximum fanout | `50` |
| Floorplan die width | `roughly 790 µm` |
| Most common cell in the synthesized netlist | `edfxtp_1` |
| YS chip area | `0.3096 mm²` |
| Area Growth Syn to Fin | `13.65%` |
| Crit share post-route | `0.2855` |
| CP Buf/Inv Count | `9` |
| First-pass GRT wire length | `1222 mm` |
| Final Power | `0.009702 W` |
| Commonest flop | `edfxtp_1` |
| CTS max path bufs | `4` |
| Ys cells | `13090` |
| R2r setup slk | `approximately 70 ns` |
| Seq share, synth | `0.7977` |
| CTS Buf Count | `808` |
| Num rows | `~290` |
| Multiplexer share | `0.1490` |
| Iteration-0 DRC Markers | `9847` |
| CP delay by family, top | `buffers and inverters` |
| Clk latency late pin | `1.18 ns` |
| Post CTS Setup Buffer Count | `0` |
| Post-cts resize count | `0` |
| Leak Pwr | `107.5 nW` |
| Cells after Synth | `13090` |
| Worst EP arrival | `~22 ns` |
| Cell Type Count | `20` |
| Top cells by area | `edfxtp_1 (80%), mux4_2 (15%), a22oi_1 (2.5%)` |
| Critical Path Most Common Cell | `buf_4` |
| Post-Synth XOR/XNOR Area | `0` |
| Final design utilization | `0.5714` |
| Failing checks | `max-capacitance violations, max-slew violations` |
| Crit. End Element | `flop` |
| Post-synth EDFFs | `8224` |
| Initial antenna violation count | `37` |
| Min-delay src | `memory[210][14]$_DFFE_PP_` |
| Clock sink total | `just over 8000` |
| Adder Share, Synth | `0` |
| Startpoint type of the worst setup path | `input port` |
| Gr usage total | `0.3222` |
| CTS root buf | `clkbuf_16` |
| Worst reg-to-reg path cell count | `5` |
| Chip height | `788.9 µm` |
| OpenROAD warnings | `29` |
| Max-area cell share | `0.7977` |
==> worst max path at each step <==
stage            from                     end  cells past startpoint
CTS           addr[0]  data_out[31]$_DFFE_PN_                     14
global route  addr[0]  data_out[31]$_DFFE_PN_                     14
finish        addr[0]  data_out[31]$_DFFE_PN_                     14
==> state kept, by name, summed over array words and instances (netlist names) <==
| name | cells |
|---|---|
| data_out | 32 |
| memory | 8192 |
==> per-stage QoR <==
| step | setup slack, ns | cell area (µm²) | cells | hold WS [ns] |
|---|---|---|---|---|
| 3_5_place_dp | 50.54 | 326500 | 21320 | 0.9636 |
| 5_1_grt | 51.26 | 351800 | 22800 | 1.060 |
| 3_3_place_gp | 50.14 | 326200 | 21310 | 0.9424 |
| 6_report | 51.95 | 351900 | 22820 | 0.9744 |
| 2_1_floorplan | 54.48 | 309600 | 13090 | 0.8956 |
| 4_1_cts | 51.74 | 351800 | 22780 | 0.9741 |
==> cell families after synthesis <==
logic type / Yosys count
AND-OR/OR-AND: 1664
multiplexers: 2048
AND/OR/NAND/NOR: 354
flip-flops: 8224
buffers and inverters: 799
==> worst reg2reg max path, stage by stage (launching register included) <==
cell	delay [ns]
edfxtp_1	0.36
mux4_2	0.48
a22oi_1	0.50
a21oi_1	0.54
o41ai_2	1.07
nand4_1	0.21
==> cells in the final DEF, fill, tap and decap left out, types with 33 or more instances in the layout <==
| cell | netlist | final |
|---|---|---|
| a21oi_1 | 512 | 509 |
| a22oi_1 | 1024 | 1024 |
| buf_4 | 48 | 816 |
| bufinv_16 | 0 | 51 |
| clkbuf_1 | 480 | 202 |
| clkbuf_16 | 0 | 814 |
| clkdlybuf4s50_1 | 0 | 38 |
| clkinv_1 | 0 | 192 |
| clkinv_2 | 0 | 130 |
| diode_2 | 0 | 37 |
| edfxtp_1 | 8224 | 8224 |
| mux4_2 | 2048 | 2048 |
| nand4_1 | 33 | 33 |
| nor2_4 | 0 | 231 |
| o41ai_1 | 128 | 42 |
| o41ai_2 | 0 | 64 |
==> report_power, final <==
| part | internal, W | switching [W] |
|---|---|---|
| clock | 0.00224 | 0.00176 |
| combinational | 0.000152 | 0.000307 |
| sequential | 0.00523 | 0.0000109 |
==> layout make-up <==
type | count | area, µm²
fillers | 42520 | 264000
flip-flops and latches | 8224 | 247000
multi-input cells | 4066 | 61980
clock buffers | 1016 | 21130
well taps | 8120 | 10160
repair buffers | 909 | 7382
clock inverters | 444 | 4161
diodes | 37 | 92.59
inverters | 1 | 3.754
==> layer usage <==
metal,routed length [µm],up-vias,track usage
met5,3854,-,0.05561
met4,37310,66,0.09887
met3,206300,1590,0.3297
met2,395200,12460,0.4325
met1,231200,73570,0.3468
li1,-,58920,-
Power and IR drop assume default switching activity.
